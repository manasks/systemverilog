$ cat ./design.v
interface proc_memory;
logic memwrite;
logic [31:0] writedata, dataadr, pc, instr, readdata;
modport proc_if ( output memwrite,
		  output writedata,
		  output dataadr,
		  output pc,
		  input instr,
		  input readdata );
modport imem_if ( input pc,
		  output instr );
modport dmem_if ( input memwrite,
		  input writedata,
		  input dataadr,
		  output readdata );
endinterface
package mipspkg;
parameter DATAWIDTH = 32;
parameter REGSIZE = 32;  
parameter REGADDRSIZE = 5;  
typedef enum logic [5:0] { Rtyp 	= '0,
			   J 		= 6'b000010,
			   BEQZ 	= 6'b000100,
			   ADDI 	= 6'b001000,
			   ADDIU 	= 6'b001001,
			   SLTI 	= 6'b011010,
			   ANDI 	= 6'b001100,
			   ORI 		= 6'b001101,
			   XORI 	= 6'b001110,
			   LUI 		= 6'b001111,
			   LW 		= 6'b100011,
			   SW 		= 6'b101011,
			   SUBI 	= 6'b001010 } op_t;
typedef enum logic [3:0] { alu_ADD = '0,
			   alu_SUB,
			   alu_SLT,
			   alu_AND = 4'b0100,
			   alu_OR,
			   alu_XOR,
			   alu_LU,
			   alu_regtype = '1 } alu_t;
typedef enum logic [5:0] { ADD = 6'b100000,
			   ADDU,
			   SUB,
			   SUBU,
			   AND,
			   OR,
			   XOR,
			   NOR,
			   SLT = 6'b101010 } funct_t;
typedef enum logic [5:0] { alucont_ADD = 6'b000010,
			   alucont_SUB = 6'b100010,
			   alucont_SLT,
			   alucont_AND = '0,
			   alucont_OR,
			   alucont_XOR = 6'b000100,
			   alucont_NOR,
			   alucont_LUI = 6'b000110 } alucont_t;
endpackage
import mipspkg::*;
`timescale 1ns/1ps
module alu(
	input logic [(mipspkg::DATAWIDTH-1):0] a,		 
	input logic [(mipspkg::DATAWIDTH-1):0] b,     		 
        input logic [5:0]  alucont,  				 
        output logic [(mipspkg::DATAWIDTH-1):0] result,   	 
        output logic overflow  					 
          );
  logic [DATAWIDTH-1:0] b2, sum, slt;
  initial begin
    $dumpvars(0, a, b, alucont, result, overflow, b2, sum, slt);
  end
  always_comb
  begin
    b2 = alucont[5] ? ~b : b;
    {overflow,sum} = a + b2 + alucont[5];
    slt = sum[DATAWIDTH-1];
    unique case(alucont[4:0])
      5'b00000: result = a & b;  	 
      5'b00001: result = a | b;  	 
      5'b00010: result = sum;    	 
      5'b00011: 			 
      		begin
		if(!a[DATAWIDTH-1] && !b[DATAWIDTH-1])
				result = (a < b) ? 1 : 0;
		else if(!a[DATAWIDTH-1] && b[DATAWIDTH-1])
				result = 0;
		else if(a[DATAWIDTH-1] && !b[DATAWIDTH-1])
				result = 1;
		else
				result = (a[DATAWIDTH-2:0] > b[DATAWIDTH-2:0]) ? 1 : 0;
		end
      5'b00100: result = a ^ b;  	 
      5'b00101: result = ~(a | b);  	 
      5'b00110: result = {b, 16'b0};  	 
    endcase
    if((!a[DATAWIDTH-1] && !b[DATAWIDTH-1]) && result[DATAWIDTH-1])
	overflow = 1;
end
endmodule
$ cat ./run.sh
#!/bin/bash
# OpenROAD 26Q1-2900-gdf79404cd8, Yosys 0.63+post, stock flow scripts
make -C /OpenROAD-flow-scripts/flow DESIGN_CONFIG=/design/flow/config.mk WORK_HOME=/design/flow/orfs finish
$ cat ./config.mk
export PLATFORM = sky130hd
export DESIGN_NAME = alu
export DESIGN_NICKNAME = alu
export VERILOG_FILES = /design/flow/design.v
export SDC_FILE = /design/flow/constraint.sdc
export NUM_CORES = 4
export LEC_CHECK = 1
export CORE_UTILIZATION = 40
$ cat ./constraint.sdc
current_design alu

set clk_period 13.1
set clk_io_pct 0.2

create_clock -name clk0 -period $clk_period

set non_clock_inputs [all_inputs -no_clocks]
set_input_delay [expr $clk_period * $clk_io_pct] -clock clk0 $non_clock_inputs
set_output_delay [expr $clk_period * $clk_io_pct] -clock clk0 [all_outputs]
==> flow_summary.json <==
{
  "run_status": "finished clean",
  "grt_first_pass_wirelength_mm": 25.09,
  "chipWidth_um": 112.3,
  "synth.top_cells.by_count": "128 x ha_1, 85 x inv_1, 48 x a21oi_1, 42 x nor2_1, 41 x xor2_1",
  "row_count": 39,
  "maximum_net_fanout_on_the_critical_path": 32,
  "ioPinCount": 103,
  "total_tool_warning_count": 97,
  "cell_count_after_synthesis": 656,
  "cellLeakagePower_uw": 0.002889,
  "min_period_over_period_pct": 69.29,
  "antenna_cells_inserted": 0,
  "final_util_pct": 51.75,
  "post_cts.resized_instances": 0,
  "critPathKind": "in2out",
  "finalCriticalPeriod_ns": 9.078,
  "power.ir.vdd_worst_v": 0.00002086,
  "globalRouteTotalUtil_pct": 25.25,
  "worst-endpoint-arrival_ns": 6.46,
  "rsz0062_at_grt": "false",
  "synth_cell_types": 57,
  "final.fill_count": 1152,
  "synth.most_common_cell": "ha_1",
  "number_of_nets_with_antenna_violations_after_routing": 0,
  "via_count_of_the_first_global_routing_pass": 4678,
  "final_layout_size_suffix_gt1_share_pct": 4.465,
  "vias_per_cell": 5.586,
  "flow.area_growth_from_synthesis_pct": 23.57,
  "list_of_cells_traversed_by_the_critical_path": "buf_2, buf_4, xor2_1, inv_1, fa_1, nor2b_1, o2111ai_1, a21oi_1, o21bai_1, o31ai_1, a221oi_1, xor2_1, o221ai_1, clkdlybuf4s50_1",
  "setup_viol_count_final": 0,
  "place.gp.congestion": 0.8972,
  "antenna_found_initial": 0,
  "fp-utilization_pct": 41.88,
  "postSynthSeqShare_pct": 0,
  "cts_hold_buf": 0,
  "cp-start-kind": "primary input",
  "worst_setup_path_end_kind": "output port",
  "ys_top_cells_by_area": "ha_1 33%, xor2_1 7.4%, inv_1 6.6%",
  "slowest_delay_ns": 0.54,
  "synth_stat.cells": 656,
  "worst_pin_slew_ns": 0.6903,
  "syn_area_um2": 4863,
  "wl_per_cell_um": 17.90,
  "power-per-cell-area_nw_per_um2": 43.30,
  "seq_cell_count": 0,
  "global_route.usage.met1_pct": 39.35,
  "coreArea_um2": 11610,
  "synth_warnings": 2,
  "die_area_um2": 12600,
  "setup.worst_path.end": "result[20]",
  "floorplan.die.height_um": 112.3,
  "port_buffers": 103,
  "drtIter0Drc": 345,
  "hp-class": "in2out",
  "finalMaxSlewViolations": 0,
  "worst_path_max_delay_cell": "o31ai_1",
  "grt_max_degree": 43,
  "yosysTopAreaCellShare_pct": 32.93,
  "post_layout_nonfiller_instances": 882,
  "final_hold_viol_count": 0,
  "max_cap_viol_count": 0,
  "num-clock-buffers": 0,
  "area.sequential_um2": 0,
  "via_count": 4927,
  "critical_path.startpoint": "alucont[5]",
  "synth_top_cell_by_area": "ha_1",
  "relSlewSlack_pct": 53.81,
  "yosys-stat-area_um2": 4863,
  "totalWireLength_mm": 15.79,
  "dp_cells": 882,
  "holdWs_ns": 6.438,
  "grtUsageMet3_pct": 0.2752,
  "setup_tns_ns": 0,
  "firstDrtPassIters": 19,
  "detail_route.drc_violations": 0,
  "critical-path-top-cell-by-count": "xor2_1",
  "grt_busiest_layer": "met2",
  "post_cts_buffers": 0,
  "place_hpwl_mm": 12.18,
  "grt_overflow_total": 0,
  "critPathRequiredTime_ns": 10.48,
  "syn_avg_cell_area_um2": 7.414,
  "max_clock_freq_mhz": 110.2,
  "gr-usage-met2_pct": 40.70
}
[metrics by stage]
stage	setup WS [ns]	power, uW	instance area [um2]
2_1_floorplan	5.358	163.7	4863
3_3_place_gp	4.226	257.4	6010
4_1_cts	4.059	260.0	6010
5_1_grt	3.764	288.1	6010
3_5_place_dp	4.075	257.8	6010
6_report	4.022	260.2	6010
[cell type report]
cell class / instances / area (um2) / area share, %
multi-input cells: 544 / 4438 / 73.85
repair buffers: 110 / 1074 / 17.86
inverters: 85 / 319.1 / 5.309
well taps: 143 / 178.9 / 2.977
[worst max-delay path, delay by kind of cell]
family | cells | cell delay (ns)
adders and majority gates | 1 | 0.43
and+or+nand+nor | 1 | 0.21
buffers and inverters | 4 | 1.15
AOI/OAI and AO/OA | 6 | 1.61
xor gates and xnor gates | 2 | 0.43
[power breakdown]
group          switching, uW  leakage (uW)  total [uW]  internal, uW
sequential                 0             0           0             0
clock                      0             0           0             0
combinational            139       0.00289         260           121
total                    139       0.00289         260           121
[metal layers]
metal | vias up | routed length (um)
met1 | 2236 | 8057
met2 | 134 | 6911
met4 | 0 | 135
li1 | 2548 | -
met5 | - | 0
met3 | 9 | 685
[worst min-delay path by stage]
stage	start	endpoint	slack [ns]	cells after the start
4_1_cts	b[0]	result[16]	6.43	4
5_1_grt	b[0]	result[16]	6.47	4
6_report	b[0]	result[16]	6.44	4
[placed cells by master, fill, tap and decap left out, types with 4 or more instances in the layout]
cell type,synthesis,routed
nor3_1,12,12
nand4_1,5,5
o21bai_1,10,10
and3_1,4,4
a222oi_1,14,14
a21o_1,10,10
clkdlybuf4s50_1,0,101
o221ai_1,24,24
nor2_1,42,42
inv_1,85,85
mux2i_1,17,17
o21ai_0,29,29
o211ai_1,4,4
xor2_1,41,41
xnor2_1,16,16
nand2_1,31,31
buf_4,0,7
o21ai_1,4,4
mux2_2,14,14
a21oi_1,48,48
o31ai_1,4,4
nand2b_1,4,4
a221oi_1,4,4
o21a_1,4,4
nor2b_1,5,5
ha_1,128,128
nand3_1,11,11
nor4_1,8,8
a31oi_1,8,8
[cells by family (layout without fill, tap and decap cells)]
group,Yosys count,after routing,share of synthesized area (%)
xor gates and xnor gates,57,57,10.26
AOI/OAI and AO/OA,185,185,26.45
and+or+nand+nor,142,142,14.46
adders and majority gates,129,129,33.34
buffers and inverters,112,195,8.747
muxes,31,31,6.740
No activity file was given, so power comes from the tool's default toggle rates.
